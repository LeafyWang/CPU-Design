$ cat ./run.sh
#!/bin/bash
# OpenROAD 26Q1-2900-gdf79404cd8, Yosys 0.63+post, stock flow scripts
make -C /OpenROAD-flow-scripts/flow DESIGN_CONFIG=/design/flow/config.mk WORK_HOME=/design/flow/orfs finish
$ cat ./config.mk
export PLATFORM = sky130hd
export DESIGN_NAME = Data_Memory
export DESIGN_NICKNAME = Data_Memory
export VERILOG_FILES = /design/flow/design.v
export SDC_FILE = /design/flow/constraint.sdc
export NUM_CORES = 4
export LEC_CHECK = 1
export CORE_UTILIZATION = 40
$ cat ./constraint.sdc
current_design Data_Memory

set clk_period 13.0
set clk_io_pct 0.2

create_clock -name clk0 -period $clk_period [get_ports {clk_i}]

set non_clock_inputs [all_inputs -no_clocks]
set_input_delay [expr $clk_period * $clk_io_pct] -clock clk0 $non_clock_inputs
set_output_delay [expr $clk_period * $clk_io_pct] -clock clk0 [all_outputs]
$ cat ./design.v
module Data_Memory
(
	clk_i,
	addr_i,
	data_i,
	MemRead_i,
	MemWrite_i,
	data_o
);
input				clk_i;
input	[31:0]		addr_i;
input	[31:0]		data_i;
input				MemRead_i;
input				MemWrite_i;
output	[31:0] 		data_o;
reg		[31:0]		data_o;
reg		[7:0]		Mem 			[0:127];	 
integer				i;
wire	[31:0]		memory			[0:31];
assign  memory[0] = {Mem[3], Mem[2], Mem[1], Mem[0]};
assign  memory[1] = {Mem[7], Mem[6], Mem[5], Mem[4]};
assign  memory[2] = {Mem[11], Mem[10], Mem[9], Mem[8]};
assign  memory[3] = {Mem[15], Mem[14], Mem[13], Mem[12]};
assign  memory[4] = {Mem[19], Mem[18], Mem[17], Mem[16]};
assign  memory[5] = {Mem[23], Mem[22], Mem[21], Mem[20]};
assign  memory[6] = {Mem[27], Mem[26], Mem[25], Mem[24]};
assign  memory[7] = {Mem[31], Mem[30], Mem[29], Mem[28]};
assign  memory[8] = {Mem[35], Mem[34], Mem[33], Mem[32]};
assign  memory[9] = {Mem[39], Mem[38], Mem[37], Mem[36]};
assign  memory[10] = {Mem[43], Mem[42], Mem[41], Mem[40]};
assign  memory[11] = {Mem[47], Mem[46], Mem[45], Mem[44]};
assign  memory[12] = {Mem[51], Mem[50], Mem[49], Mem[48]};
assign  memory[13] = {Mem[55], Mem[54], Mem[53], Mem[52]};
assign  memory[14] = {Mem[59], Mem[58], Mem[57], Mem[56]};
assign  memory[15] = {Mem[63], Mem[62], Mem[61], Mem[60]};
assign  memory[16] = {Mem[67], Mem[66], Mem[65], Mem[64]};
assign  memory[17] = {Mem[71], Mem[70], Mem[69], Mem[68]};
assign  memory[18] = {Mem[75], Mem[74], Mem[73], Mem[72]};
assign  memory[19] = {Mem[79], Mem[78], Mem[77], Mem[76]};
assign  memory[20] = {Mem[83], Mem[82], Mem[81], Mem[80]};
assign  memory[21] = {Mem[87], Mem[86], Mem[85], Mem[84]};
assign  memory[22] = {Mem[91], Mem[90], Mem[89], Mem[88]};
assign  memory[23] = {Mem[95], Mem[94], Mem[93], Mem[92]};
assign  memory[24] = {Mem[99], Mem[98], Mem[97], Mem[96]};
assign  memory[25] = {Mem[103], Mem[102], Mem[101], Mem[100]};
assign  memory[26] = {Mem[107], Mem[106], Mem[105], Mem[104]};
assign  memory[27] = {Mem[111], Mem[110], Mem[109], Mem[108]};
assign  memory[28] = {Mem[115], Mem[114], Mem[113], Mem[112]};
assign  memory[29] = {Mem[119], Mem[118], Mem[117], Mem[116]};
assign  memory[30] = {Mem[123], Mem[122], Mem[121], Mem[120]};
assign  memory[31] = {Mem[127], Mem[126], Mem[125], Mem[124]};
initial begin
	for(i=0; i<128; i=i+1)
		Mem[i] = 8'b0;
end 
always@(posedge clk_i) begin
    if(MemWrite_i) begin
		Mem[addr_i+3] <= data_i[31:24];
		Mem[addr_i+2] <= data_i[23:16];
		Mem[addr_i+1] <= data_i[15:8];
		Mem[addr_i]   <= data_i[7:0];
	end
end
always@(addr_i or MemRead_i) begin
	if(MemRead_i)
		data_o = {Mem[addr_i+3], Mem[addr_i+2], Mem[addr_i+1], Mem[addr_i]};
end
endmodule
==> results.sh <==
# source this file to load flow results
export IMPL_rows=184
export IMPL_die_w_um=506.3
export IMPL_tns_ns=0
export IMPL_place_gp_congestion=1.129
export IMPL_timing_fmax_ghz=0.1274
export IMPL_vdd_drop_max_v=0.0001370
export IMPL_dr_pass1_iters=11
export IMPL_hold_viol=0
export IMPL_root_buffer="clkbuf_16"
export IMPL_maxCapViolCount=0
export IMPL_status="finished, final reports clean"
export IMPL_htreeDepth=4
export IMPL_grt_start_max_net_pins=117
export IMPL_stdcell_area_um2=110700
export IMPL_routed_wl_um=643200
export IMPL_crit_path_start_kind="primary input"
export IMPL_wl_per_cell_um=51.47
export IMPL_slew_headroom=0.1053
export IMPL_antenna_found_initial=107
export IMPL_boundaryPins=99
export IMPL_power_mw=10.99
export IMPL_coreArea_um2=252100
export IMPL_grt_pass1_vias=87896
export IMPL_synth_flops=1056
export IMPL_edf_count=1024
export IMPL_die_area_um2=256400
export IMPL_yosysUniqueCellTypes=81
export IMPL_drive_above_1_share=0.2758
export IMPL_cp_required_ns=13.44
export IMPL_die_height_um=506.3
export IMPL_grt_overflow=0
export IMPL_syn_area_um2=101700
export IMPL_via_per_inst=7.520
export IMPL_portBuffers=73
export IMPL_cts_resized=0
export IMPL_tritoncts="built"
export IMPL_drc=0
export IMPL_grt_use_total=0.5271
export IMPL_holdBufCountCts=0
export IMPL_syn_to_final_growth_pct=8.788
export IMPL_synth_chip_area_um2=101700
export IMPL_synth_cells=9411
export IMPL_period_used=0.6040
export IMPL_yosysCellCount=9411
export IMPL_dp_hpwl_um=445200
export IMPL_critPathArrivalTime_ns=8.29
export IMPL_path_class="primary input to register"
export IMPL_finalMaxSlewViolations=0
export IMPL_fp_util=0.4035
export IMPL_avgSynthCellArea_um2=10.81
export IMPL_ys_flop_type="edfxtp_1"
export IMPL_post_cts_buffers=0
export IMPL_worst_pin_slew_ns=1.337
export IMPL_worstHoldPathType="primary input to register"
export IMPL_end_kind="register"
export IMPL_crit_fanout=33
export IMPL_warnings=61
export IMPL_antenna_left=0
export IMPL_dr_total_vias=93981
export IMPL_cts_path_max_buffers=3
export IMPL_cts_buffers=139
export IMPL_ys_warn_count=1
export IMPL_rsz0062_at_grt="no"
export IMPL_post_route_min_period_ns=7.852
export IMPL_finalSetupViolCount=0
export IMPL_postLayoutSetupSlackWorst_ns=5.148
export IMPL_grt_pass1_wl_um=841700
export IMPL_drt_iter0_drc=10732
export IMPL_clk_pin_slew_ns=0.05
export IMPL_place_area_um2=106000
export IMPL_p_leak_nw=38.95
export IMPL_unclocked_regs=32
export IMPL_untimed_endpoints=64
export IMPL_place_ws_ns=4.901
export IMPL_synthArstFlopShare=0
export IMPL_power_density_nw_per_um2=99.26
## worst max-delay path, stage by stage
cell and delay, ns:
buf_8 0.18, inv_2 0.74, ha_2 0.59, buf_4 0.39, nor2_4 0.46, buf_4 0.69
nand2_1 0.21, nor2_2 0.74, buf_4 0.52, nand2_1 0.43, o2111ai_1 0.54
## area by class of cell
cell class | instances | area [um2]
timing repair buffer | 567 | 4534
sequential | 1056 | 31230
clock inverter | 83 | 847.1
multi-input combinational | 7196 | 66050
clock buffer | 160 | 3578
inverter | 6 | 32.53
antenna | 82 | 205.2
tap | 3348 | 4189
fill | 22935 | 141400
## placed cells by master (no fill, tap or decap), drive strengths merged, types with 41 or more instances in the layout
| cell type | instances |
|---|---|
| o22ai | 613 |
| a21o | 512 |
| nor2 | 438 |
| clkinv | 62 |
| mux2i | 1233 |
| mux4 | 1031 |
| buf | 535 |
| clkbuf | 160 |
| mux2 | 522 |
| nor3 | 63 |
| edfxtp | 1024 |
| diode | 82 |
| or4 | 82 |
| a21oi | 575 |
| nand3 | 159 |
| nand2 | 1002 |
| o21ai | 595 |
| nand4 | 41 |
## synthesized netlist by cell type (33+ instances only)
cell / count / area (um2)
buf_1: 72 / 270.3
clkbuf_1: 751 / 2819
a21o_1: 512 / 3844
mux4_2: 1031 / 23220
a32oi_1: 33 / 289.0
or4_1: 82 / 615.6
mux2_2: 522 / 5878
buf_2: 288 / 1441
o22ai_1: 613 / 3835
nand2_1: 991 / 3720
a21oi_1: 572 / 2863
edfxtp_1: 1024 / 30750
nand4_1: 39 / 244.0
nand3_1: 159 / 795.8
nor2_2: 71 / 444.2
buf_4: 37 / 277.8
nor2_1: 338 / 1269
o21ai_0: 543 / 2718
o21ai_1: 52 / 260.3
mux2i_1: 1233 / 12340
nor3_1: 38 / 190.2
## where the power goes
group / switching (mW) / internal (mW)
clock: 1.71 / 2.22
combinational: 2.22 / 1.01
sequential: 0.102 / 3.73
total: 4.03 / 6.96
## worst paths after layout
kind | start | depth (start not counted) | endpoint | slack, ns
worst min-delay path | data_i[4] | 3 | Mem[85][4] | 2.32
worst max-delay path | addr_i[0] | 11 | Mem[29][0] | 5.15
## per-stage QoR
| step | utilization | instances | hold WS, ns |
|---|---|---|---|
| final | 0.4390 | 12498 | 2.322 |
| after global routing | 0.4384 | 12441 | 2.307 |
| after CTS | 0.4382 | 12416 | 2.272 |
| after detailed placement | 0.4206 | 12173 | 3.157 |
| after global placement | 0.4206 | 12173 | 3.156 |
| after floorplan | - | 9411 | 3.091 |
## state kept, by name, summed over array words and instances, names as in the netlist
| name | cells |
|---|---|
| Mem | 1024 |
| data_o | 32 |
## logic make-up (layout without fill, tap and decap cells)
family / Yosys count / after routing / synth area share
DFF: 1024 / 1024 / 0.3023
latches: 32 / 32 / 0.004723
and+or+nand+nor: 1886 / 1886 / 0.08534
adders and majority gates: 7 / 7 / 0.0008609
muxes: 2786 / 2786 / 0.4073
AOI/OAI and AO/OA: 2502 / 2502 / 0.1500
other: 0 / 82 / 0
buffers and inverters: 1159 / 816 / 0.04787
xor gates and xnor gates: 15 / 15 / 0.001587
## routing by layer
layer,GRT usage,part of all wire,up-vias
li1,-,-,36622
met1,0.6233,0.33,46978
met2,0.6774,0.40,8415
met3,0.3956,0.18,1862
met4,0.3150,0.082,104
met5,0.06778,0.0037,-
Power figures rest on the tool's default switching activity, not on a simulated workload.
