<file path="design/flow/config.mk">
export PLATFORM = sky130hd
export DESIGN_NAME = MUX_3to1
export DESIGN_NICKNAME = MUX_3to1
export VERILOG_FILES = /design/flow/design.v
export SDC_FILE = /design/flow/constraint.sdc
export NUM_CORES = 4
export LEC_CHECK = 1
export CORE_AREA = 10 10 76 76
export DIE_AREA = 0 0 86 86
</file>
<file path="design/flow/constraint.sdc">
current_design MUX_3to1

set clk_period 2.8
set clk_io_pct 0.2

create_clock -name clk0 -period $clk_period

set non_clock_inputs [all_inputs -no_clocks]
set_input_delay [expr $clk_period * $clk_io_pct] -clock clk0 $non_clock_inputs
set_output_delay [expr $clk_period * $clk_io_pct] -clock clk0 [all_outputs]
</file>
<file path="design/flow/run.sh">
#!/bin/bash
# OpenROAD 26Q1-2900-gdf79404cd8, Yosys 0.63+post, stock flow scripts
make -C /OpenROAD-flow-scripts/flow DESIGN_CONFIG=/design/flow/config.mk WORK_HOME=/design/flow/orfs finish
</file>
<file path="design/flow/design.v">
module MUX_3to1(
               data0_i,
               data1_i,
	       data2_i,
               select_i,
               data_o
               );
parameter size = 32;			   
input   [size-1:0] data0_i;          
input   [size-1:0] data1_i;
input   [size-1:0] data2_i;
input   [1:0]      select_i;
output  [size-1:0] data_o; 
reg     [size-1:0] data_o;
always@(*)begin
	case(select_i)
		2'b00:data_o = data0_i;
		2'b01:data_o = data1_i;
		2'b10:data_o = data2_i;
		default:
			data_o = 0;
	endcase	
	end
endmodule      
</file>
==> flow_summary.yaml <==
# yosys + openroad results
floorplanning:
  ioPinCount: 130
  dieHeight_um: 86
  placementRows: 23
  coreArea_sq_um: 4120
  fp_util: 0.191
  die_w_um: 86
  chipArea_sq_um: 7400
logic_synthesis:
  yosys_area_sq_um: 787
  syn_inst: 77
  ys_cells: 77
  ys_seq_share: 0
  yosys_warnings: 1
  synth_cell_types: 8
  synth_area_per_cell_sq_um: 10.2
  netlist_area_sq_um: 787
pwr:
  p_int_uw: 230
  leakagePower_nw: 0.804
  p_sw_frac: 0.254
  max-vdd-ir-drop_mv: 0.0936
  p_seq_frac: 0
  power_density_nw_per_um2: 147
  power_uw: 308
  pwr-share-comb: 1.000
  power_frac_clock: 0
  switching_power_uw: 78.2
cells_and_area:
  flop-count: 0
  clock_buffers: 0
  utilization: 0.509
  layout-drive-gt1-share: 0.0896
  area_growth_pct: 166
  flop_area_sq_um: 0
global_routing:
  grtUsageTotal: 0.108
  grt_max_degree: 33
  grt_pass1_vias: 1207
  grt_pass1_wl_um: 6560
  overflow: 0
  antenna_found_initial: 0
critical_path:
  critPathKind: "in -> out"
  crit_fanout: 12
  crit_slowest_cell: "clkdlybuf4s50_1"
  arrival_ps: 2030
  slowest_delay_ps: 490
  start_kind: "primary input"
  cp.buffers_inverters: 3
  cp-end-kind: "primary output"
  required_ps: 2240
  path_cells: "clkdlybuf4s50_1 > nor2b_4 > buf_4 > o2bb2ai_1 > clkdlybuf4s50_1"
  crit_path_frequent_cell: "clkdlybuf4s50_1"
  path_delay_family: "buffers and inverters"
  cp-startpoint: "select_i[0]"
placed_design:
  dp_hpwl_um: 3980
  gp_congestion: 0.770
  port_buffers: 130
detailed_routing:
  first_iter_violations: 30
  vias: 1117
  drcViolationCount: 0
  antenna_left: 0
  drt_wl_total_um: 4480
  drt_pass1_iterations: 3
  n_antenna_cell: 0
  wl_per_cell_um: 17.9
  viasPerCell: 4.45
timing:
  tightest_slew_ps: 385
  rsz0062_at_grt: "false"
  finalCritPeriodShare: 0.925
  hold_violations: 0
  fin_setup_tns_ps: 0
  hold_slack_ps: 1940
  fmax_ghz: 0.386
  finalMaxSlewViolations: 0
  fin_crit_ps: 2590
  relSlewSlack: 0.743
  setup_violations: 0
clock_network:
  ctsHoldBuffers: 0
  cts-resized-gates: 0
  postCtsSetupRepairBufs: 0
run_status:
  run_status: "finished, final reports clean"
flow_run:
  cap_viol_max_count: 0
  tool_warnings: 32
min_path:
  min_from: "select_i[1]"
  hp-class: "in -> out"
==> power groups by stage <==
| stage | registers (mW) | logic [mW] | clock network, mW |
|---|---|---|---|
| global route | 0 | 0.332 | 0 |
| CTS | 0 | 0.315 | 0 |
| finish | 0 | 0.308 | 0 |
==> per-stage QoR <==
step	worst slack [ps]	instances	area (sq um)
3_3_place_gp	197	251	2090
3_5_place_dp	191	251	2090
5_1_grt	112	251	2090
4_1_cts	187	251	2090
6_report	210	251	2090
2_1_floorplan	1080	77	787
==> placed cells by master, fill, tap and decap left out, drive strengths merged <==
cell / synthesis / layout
mux2i: 32 / 32
clkdlybuf4s50: 0 / 129
nor2b: 1 / 1
buf: 10 / 7
o2bb2ai: 32 / 32
==> layout make-up <==
cell class | count | area [sq um]
Tap cell | 50 | 62.6
Multi-Input combinational cell | 65 | 677
Timing Repair Buffer | 136 | 1350
Fill cell | 364 | 2020
==> worst paths after layout <==
| path | to | slack, ps | cells past startpoint |
|---|---|---|---|
| max | data_o[14] | 210 | 5 |
| min | data_o[21] | 1940 | 4 |
==> routing by layer <==
metal  global-route usage  share of wire  wire length (um)  vias to the layer above
met1                0.112           0.35              1580                      491
li1                     -              -                 -                      566
met2                0.207           0.53              2390                       60
met4                    0              0                 0                        0
met3               0.0467           0.11               513                        0
met5                    0              0                 0                        -
==> synthesized netlist by cell type (all sizes together) <==
cell type / number / area [sq um]
clkbuf: 2 / 7.51
nor2b: 1 / 13.8
o2bb2ai: 32 / 343
buf: 10 / 103
mux2i: 32 / 320
==> cells by family after synthesis <==
logic type / after synthesis / synth area share
AOI/OAI and AO/OA: 32 / 0.436
muxes: 32 / 0.407
and+or+nand+nor: 1 / 0.0175
buffers and inverters: 12 / 0.140
Power figures rest on the tool's default switching activity, not on a simulated workload.
